File: ./design.v
module ID_EX(
	input clk, rst,
	input IDEX_stall,
	input  [15:0] InA, InB,
	input  [2:0]  ALU_op,
	input  		  Cin, invA, invB, sign,
	input  [1:0]  second_operand,		 
	input  [15:0] imm,					 
	input  		  PC_selSrc,			 
	input  [1:0]  PC_Add, 				 
	input [15:0] PC, 
	input MEM_En, MEM_writeEn, Mux_MtoReg,
	input halt, createdump,
	input [3:0] Rd, Rs, Rt,
	input [2:0] writeRegSel,
	input regWrite_enable,
	input [15:0] arbitrary_num, mask,
	input [1:0] writeSrc,
	input [15:0] instruction,
	input flush_DE,
	input dec_err, if_id_err,
	output id_ex_err,
	output [15:0] arbitrary_num_ff, mask_ff,
	output [1:0] writeSrc_ff,
	output [2:0] writeRegSel_ff,
	output regWrite_enable_ff,
	output [15:0] InA_ff, InB_ff, PC_ff, imm_ff, 
	output [2:0] ALU_op_ff,  
	output [1:0] PC_Add_ff, second_operand_ff, 
	output Cin_ff, invA_ff, invB_ff, sign_ff,
	output PC_selSrc_ff,
	output MEM_En_ff, MEM_writeEn_ff, Mux_MtoReg_ff,
	output halt_ff, createdump_ff,
	output [3:0] Rd_ff, Rs_ff, Rt_ff,
	output [15:0] instruction_ff
);
	wire [15:0] instruction_stall;
    assign instruction_stall = IDEX_stall ? instruction_ff :   instruction;
    dff_16bit instruction_ff0(.clk(clk), .rst(rst), .d(instruction_stall), .q(instruction_ff));
	wire rst_def;
	assign rst_def = rst | flush_DE;
	wire [15:0] InA_stall, InB_stall, PC_stall, imm_stall;
	wire MEM_En_stall, MEM_writeEn_stall, Mux_MtoReg_stall;
	wire PC_selSrc_stall;
	wire err_stall, halt_stall, createdump_stall;
	wire [3:0] Rd_stall, Rt_stall, Rs_stall;
	assign InB_stall = IDEX_stall ? InB_ff : InB;
	assign InA_stall = IDEX_stall ? InA_ff : InA;
	assign imm_stall = IDEX_stall ? imm_ff : imm;
	assign PC_stall =  IDEX_stall ? PC_ff : PC;
	dff_16bit  INB_IDEX_ff(.clk(clk), .rst(rst_def), .d(InB_stall), .q(InB_ff));
	dff_16bit  INA_IDEX_ff(.clk(clk), .rst(rst_def), .d(InA_stall), .q(InA_ff));
	dff_16bit  PC_IDEX_ff(.clk(clk), .rst(rst_def),  .d(PC_stall ), .q(PC_ff ));
	dff_16bit  imm_IDEX_ff(.clk(clk), .rst(rst_def), .d(imm_stall), .q(imm_ff));
	wire [2:0] ALU_op_stall;
	assign ALU_op_stall = IDEX_stall ? ALU_op_ff : ALU_op;
	dff ALUop_IDEX_ff0(.clk(clk), .rst(rst_def), .d(ALU_op_stall[0]), .q(ALU_op_ff[0]));
	dff ALUop_IDEX_ff1(.clk(clk), .rst(rst_def), .d(ALU_op_stall[1]), .q(ALU_op_ff[1]));
	dff AlUop_IDEX_ff2(.clk(clk), .rst(rst_def), .d(ALU_op_stall[2]), .q(ALU_op_ff[2]));
	wire Cin_stall, invA_stall, invB_stall, sign_stall;
	assign Cin_stall =   IDEX_stall ? Cin_ff : Cin ;
	assign invA_stall =  IDEX_stall ? invA_ff: invA;
	assign invB_stall =  IDEX_stall ? invB_ff: invB;
	assign sign_stall =  IDEX_stall ? sign_ff: sign;
	dff Cin_IDEX_ff2(.clk(clk), .rst(rst_def),  .d(Cin_stall), .q(Cin_ff ));
	dff invA_IDEX_ff2(.clk(clk), .rst(rst_def), .d(invA_stall), .q(invA_ff));
	dff invB_IDEX_ff2(.clk(clk), .rst(rst_def), .d(invB_stall), .q(invB_ff));
	dff sign_IDEX_ff2(.clk(clk), .rst(rst_def), .d(sign_stall), .q(sign_ff));
	wire [1:0] second_operand_stall, PC_Add_stall;
	assign second_operand_stall = IDEX_stall ? second_operand_ff :second_operand;
	assign PC_Add_stall = IDEX_stall ? PC_Add_ff :PC_Add;
	dff secondop_IDEX_ff0(.clk(clk), .rst(rst_def), .d(second_operand_stall[0]), .q(second_operand_ff[0]));
	dff secondop_IDEX_ff1(.clk(clk), .rst(rst_def), .d(second_operand_stall[1]), .q(second_operand_ff[1]));
	assign PC_Add_stall = IDEX_stall?	PC_Add_ff	:	PC_Add;
	dff PC_Add_IDEX_ff0(.clk(clk), .rst(rst_def), .d(PC_Add_stall[0]), .q(PC_Add_ff[0]));
	dff PC_Add_IDEX_ff1(.clk(clk), .rst(rst_def), .d(PC_Add_stall[1]), .q(PC_Add_ff[1]));
	assign MEM_En_stall = IDEX_stall ? MEM_En_ff	:	MEM_En;
	assign MEM_writeEn_stall = IDEX_stall ? MEM_writeEn_ff	:	MEM_writeEn;
	assign Mux_MtoReg_stall = IDEX_stall ? Mux_MtoReg_ff	:	Mux_MtoReg;
	dff MEM_En_IDEX_ff(.clk(clk), .rst(rst_def), .d(MEM_En_stall), .q(MEM_En_ff));
	dff MEM_writeEn_IDEX_ff(.clk(clk), .rst(rst_def), .d(MEM_writeEn_stall), .q(MEM_writeEn_ff));
	dff Mux_MtoReg_IDEX_ff(.clk(clk), .rst(rst_def), .d(Mux_MtoReg_stall), .q(Mux_MtoReg_ff));
	assign halt_stall = IDEX_stall ?	halt_ff	:	halt;
	assign createdump_stall = IDEX_stall ?	createdump_ff	:	createdump;
	dff halt_IDEX_ff(.clk(clk), .rst(rst_def), .d(halt_stall), .q(halt_ff));
	dff createdump_IDEX_ff(.clk(clk), .rst(rst_def), .d(createdump_stall), .q(createdump_ff));
	assign PC_selSrc_stall = IDEX_stall	?	PC_selSrc_ff	:	PC_selSrc;
	dff PC_selSrc_IDEX_ff(.clk(clk), .rst(rst_def), .d(PC_selSrc_stall), .q(PC_selSrc_ff));
	wire [2:0] writeRegSel_stall;
	wire regWrite_enable_stall;
	assign regWrite_enable_stall = IDEX_stall	?	regWrite_enable_ff	:	regWrite_enable;
	assign writeRegSel_stall = IDEX_stall	?	writeRegSel_ff	:	writeRegSel;
	dff regWrite_enable_ff0(.clk(clk), .rst(rst_def), .d(regWrite_enable_stall), .q(regWrite_enable_ff));
	dff writeRegSel_ff0(.clk(clk), .rst(rst_def), .d(writeRegSel_stall[0]), .q(writeRegSel_ff[0]));
	dff writeRegSel_ff1(.clk(clk), .rst(rst_def), .d(writeRegSel_stall[1]), .q(writeRegSel_ff[1]));
	dff writeRegSel_ff2(.clk(clk), .rst(rst_def), .d(writeRegSel_stall[2]), .q(writeRegSel_ff[2]));
	wire [15:0] mask_stall, arbitrary_num_stall;
	wire [1:0] writeSrc_stall;
	assign mask_stall = IDEX_stall? mask_ff	:	mask;
	assign arbitrary_num_stall	= IDEX_stall? arbitrary_num_ff	:	arbitrary_num;
	assign writeSrc_stall = IDEX_stall?	writeSrc_ff	:	writeSrc;
	dff_16bit mask_ff0(.clk(clk), .rst(rst_def), .d(mask_stall), .q(mask_ff));
	dff_16bit arbitrary_num_ff0(.clk(clk), .rst(rst_def), .d(arbitrary_num_stall), .q(arbitrary_num_ff));
	dff writeSrc_ff0(.clk(clk), .rst(rst_def), .d(writeSrc_stall[0]), .q(writeSrc_ff[0]));
	dff writeSrc_ff1(.clk(clk), .rst(rst_def), .d(writeSrc_stall[1]), .q(writeSrc_ff[1]));
	dff Rd_IDEX_ff0(.clk(clk), .rst(rst), .d(Rd[0]), .q(Rd_ff[0]));
	dff Rd_IDEX_ff1(.clk(clk), .rst(rst), .d(Rd[1]), .q(Rd_ff[1]));
	dff Rd_IDEX_ff2(.clk(clk), .rst(rst), .d(Rd[2]), .q(Rd_ff[2]));
	dff Rd_IDEX_ff3(.clk(clk), .rst(rst), .d(Rd[3]), .q(Rd_ff[3]));
	dff Rs_IDEX_ff0(.clk(clk), .rst(rst), .d(Rs[0]), .q(Rs_ff[0]));
	dff Rs_IDEX_ff1(.clk(clk), .rst(rst), .d(Rs[1]), .q(Rs_ff[1]));
	dff Rs_IDEX_ff2(.clk(clk), .rst(rst), .d(Rs[2]), .q(Rs_ff[2]));
	dff Rs_IDEX_ff3(.clk(clk), .rst(rst), .d(Rs[3]), .q(Rs_ff[3]));
	dff Rt_IDEX_ff0(.clk(clk), .rst(rst), .d(Rt[0]), .q(Rt_ff[0]));
	dff Rt_IDEX_ff1(.clk(clk), .rst(rst), .d(Rt[1]), .q(Rt_ff[1]));
	dff Rt_IDEX_ff2(.clk(clk), .rst(rst), .d(Rt[2]), .q(Rt_ff[2]));
	dff Rt_IDEX_ff3(.clk(clk), .rst(rst), .d(Rt[3]), .q(Rt_ff[3]));
	assign err_stall = IDEX_stall ?	id_ex_err	:	(if_id_err | dec_err);
	dff id_ex_err_ff(.d(err_stall), .q(id_ex_err), .clk(clk), .rst(rst));
endmodule 
module dff (q, d, clk, rst);
    output         q;
    input          d;
    input          clk;
    input          rst;
    reg            state;
    assign #(1) q = state;
    always @(posedge clk) begin
      state = rst? 0 : d;
    end
endmodule
module dff_16bit(clk, rst, d, q);
	parameter SIZE = 16;
	input clk, rst;
	input [(SIZE - 1):0] d;
	output [(SIZE - 1):0] q;
	dff flop[(SIZE - 1): 0](.d(d), .q(q), .rst(rst), .clk(clk));
endmodule
File: ./run.sh
#!/bin/bash
# OpenROAD 26Q1-2900-gdf79404cd8, Yosys 0.63+post, stock flow scripts
make -C /OpenROAD-flow-scripts/flow DESIGN_CONFIG=/design/flow/config.mk WORK_HOME=/design/flow/orfs finish
File: ./config.mk
export PLATFORM = sky130hd
export DESIGN_NAME = ID_EX
export DESIGN_NICKNAME = ID_EX
export VERILOG_FILES = /design/flow/design.v
export SDC_FILE = /design/flow/constraint.sdc
export NUM_CORES = 4
export LEC_CHECK = 1
export CORE_UTILIZATION = 30
File: ./constraint.sdc
current_design ID_EX

set clk_period 4.2
set clk_io_pct 0.2

create_clock -name clk0 -period $clk_period [get_ports {clk}]

set non_clock_inputs [all_inputs -no_clocks]
set_input_delay [expr $clk_period * $clk_io_pct] -clock clk0 $non_clock_inputs
set_output_delay [expr $clk_period * $clk_io_pct] -clock clk0 [all_outputs]
==> notes.md <==
The layout was made with Yosys and OpenROAD.

TritonRoute reported its final design rule violation total as 0. The routability-driven placement congestion ratio is approximately 0.77. The synthesis report gives the async set-or-reset register share as 0%. The TritonCTS clock tree is yes.

The signed area change from the synthesized netlist to the final layout is 40.3%. Summed over all failing endpoints, the final setup total negative slack is 0 ns. The global-route wire length before repair is 21800 um. The internal power component is between 2 and 3 mW.

The total vias in the final route is 4144. The total setup violations reported at the end of the flow is 0. The cell taking the most area after synthesis is sky130_fd_sc_hd__dfxtp_1. The combinational group share of total power is a little under an eighth. Wires add up to 14400 um. The initial standard-cell utilization of the core is 30.5%. Measured against its own limit, the worst slew margin works out to 52.1%.

The via count normalized by instance count is 3.97. The initial antenna violation count was 1. According to the timing report, the arrival time at the worst endpoint equals 2.39 ns. Looking at the clock tree report, the root buffer type is sky130_fd_sc_hd__clkbuf_16. The report shows a maximum critical-path fanout of 62. The areal power density over the cells is 393 nW/um2. Counting endpoints that fail hold in the final report gives 0.

The hold buffer count at CTS is 0. The first-iteration detailed-routing DRC count is 121. In this run the remaining antenna-violating nets after routing total 0. After floorplanning, the core was divided into approximately 53 placement rows. Per the skew report, the later register of the worst-skew pair sees a clock latency of 0.41 ns. Leaving out buffers and inverters, the combinational logic in the layout accounts for a little under 2000 um2. The warning tally printed by Yosys for this design is 3.

Antenna repair during routing inserted a diode count of 0. Setup repair after global routing left no endpoint under its margin. The commonest register cell is sky130_fd_sc_hd__dfxtp_1.

The buffers inserted during post-CTS setup optimization is 0. The class of the tightest hold or removal check is reg -> reg. The worst setup path is of the in -> reg kind. The worst setup path is launched from an input port. The height of the die is ~150 um. The floorplan step defined a die boundary enclosing about 22000 um2.

The final critical path takes up about half of the cycle. The count of boundary I/O pins is 301. TritonCTS reports the number of clock sinks as 148. The leakage power in the latest report is between 3 and 4 nW. STA on the placed design reports a worst setup slack of 1.63 ns.

TritonCTS created 17 clock buffers. The number of max-cap violations is 0. The transition time recorded at the tightest slew-check pin is 0.719 ns. The sequential group share of total power is approximately 42%. The top cell type by area accounts for 46.4% of the synthesized area. The clock passes through at most 2 buffers.

The clock period minus final worst setup slack is 2.11 ns. In this run the VDD rail shows a maximum IR drop of ~0.25 mV. The mean routed wirelength per cell is 13.8 um. After layout, the setup clock skew is reported as 0 ns. The area of the mapped netlist is about 6400 um2. In this run the tools logged warnings totalling 25. The final worst hold slack is 0.490 ns. The detailed placer's ending HPWL is 10100 um. Switching power as a fraction of the total was reported as 20.8%. The highest clock rate this design can be run at is 474 MHz.

The gate count after technology mapping is approximately 600. The cell with the most instances after synthesis is sky130_fd_sc_hd__dfxtp_1. Data on the critical path is required at its endpoint by 4.48 ns. The synthesized design contains 0 enable-type register cells. The final layout report lists a filler cell count of 2061. Before antenna repair, the detailed router went through 5 iterations.

The total global-route track usage is 13.0%. The clock network burns between 40% and 50% of the power. Counting instances in the post-synthesis netlist gives the leading cell types as sky130_fd_sc_hd__dfxtp_1 (148), sky130_fd_sc_hd__buf_4 (137), sky130_fd_sc_hd__mux2i_1 (135), sky130_fd_sc_hd__nor2_1 (135), sky130_fd_sc_hd__buf_12 (14). The endpoint type of the worst setup path is a flop. The switching power total is approximately 0.73 mW.

Entering global routing, the biggest net connects 71 pins. The number of cells in the yosys synthesis report is 601. Gates resized during post-CTS repair numbered 0. After synthesis, the chip area reported by Yosys is 6390 um2.

Buffers placed on the I/O ports in this run total 300. The synthesized netlist contains 11 unique library cells. Setup slack closes at 2.09 ns.

The main area contributors are sky130_fd_sc_hd__dfxtp_1 (46%), sky130_fd_sc_hd__mux2i_1 (21%), sky130_fd_sc_hd__buf_4 (16%), sky130_fd_sc_hd__nor2_1 (7.9%), sky130_fd_sc_hd__buf_12 (4.4%). The run finished with clean final reports. In the final layout, the share of cells above drive strength 1 is 4.56%. The placeable core region is 21000 um2. The average instance in the mapped netlist occupies 10.6 um2. The registers of the reported paths see a clock transition of around 0.060 ns. Registers take a little under 3000 um2. After global routing the overflow that remains totals 0.

The via count of the first global-routing pass came to roughly 4000. Synthesis inferred 148 register bits. For this run, the share of the core covered by cells in the final layout is 42.8%. The deepest level of the CTS H-tree is 4.

The number of max-slew violations in the final report is 0. The die width is around 150 um. In the Yosys report, the sequential cells make up about 46% of the chip area.
-- power groups by stage --
stage	Sequential (mW)	Combinational, mW	Clock, mW
after CTS	1.48	0.407	1.70
after global routing	1.49	0.433	1.77
final	1.48	0.399	1.64
-- cell usage in the layout, fill, tap and decap left out --
master                            instances
sky130_fd_sc_hd__nor2_1                 135
sky130_fd_sc_hd__buf_12                   2
sky130_fd_sc_hd__bufinv_16                5
sky130_fd_sc_hd__inv_6                    2
sky130_fd_sc_hd__or2_4                    1
sky130_fd_sc_hd__nor3_1                   2
sky130_fd_sc_hd__mux2i_1                135
sky130_fd_sc_hd__clkinv_2                 1
sky130_fd_sc_hd__clkinv_4                 2
sky130_fd_sc_hd__buf_6                    1
sky130_fd_sc_hd__clkdlybuf4s50_1        299
sky130_fd_sc_hd__dfxtp_1                148
sky130_fd_sc_hd__clkinvlp_4               2
sky130_fd_sc_hd__nor2b_1                 13
sky130_fd_sc_hd__buf_4                    2
sky130_fd_sc_hd__clkbuf_1                 1
sky130_fd_sc_hd__clkbuf_16               17
-- stage by stage --
| step | total power, mW | cells | instance area (um2) |
|---|---|---|---|
| after global placement | 1.92 | 1013 | 8320 |
| after CTS | 3.59 | 1043 | 8960 |
| final | 3.52 | 1043 | 8960 |
| after detailed placement | 1.92 | 1013 | 8320 |
| after global routing | 3.69 | 1043 | 8960 |
| after floorplan | 1.74 | 601 | 6390 |
-- per-layer routing --
layer / vias to the layer above / GRT usage [%] / wire length (um)
li1: 2109 / - / -
met1: 1877 / 17.0 / 6000
met2: 152 / 22.0 / 7040
met3: 6 / 4.35 / 1200
met4: 0 / 1.29 / 123
met5: - / 0 / 0
-- registers in the layout, indices dropped and copies added (netlist names), 16 cells and up --
signal and cells:
INA_IDEX_ff.flop.state 16, INB_IDEX_ff.flop.state 16, PC_IDEX_ff.flop.state 16, arbitrary_num_ff0.flop.state 16, imm_IDEX_ff.flop.state 16, instruction_ff0.flop.state 16
mask_ff0.flop.state 16
-- worst paths after layout --
check                                 startpoint  slack (ns)                             end  cells past startpoint
setup reg to reg      INA_IDEX_ff.flop[12].state        3.55      INA_IDEX_ff.flop[12].state                      2
setup / recovery                             rst        2.09             sign_IDEX_ff2.state                      4
hold / removal    instruction_ff0.flop[14].state        0.49  instruction_ff0.flop[14].state                      2
hold reg to reg   instruction_ff0.flop[14].state        0.49  instruction_ff0.flop[14].state                      2
-- worst max-delay path: stages --
cell and delay, ns:
sky130_fd_sc_hd__clkdlybuf4s50_1 0.47, sky130_fd_sc_hd__or2_4 0.57, sky130_fd_sc_hd__buf_12 0.33, sky130_fd_sc_hd__nor2_1 0.09
-- final cells by class --
type / count / share of cell area (%)
Clock inverter: 12 / 2.29
Multi-Input combinational cell: 286 / 21.9
Clock buffer: 18 / 4.79
Timing Repair Buffer: 304 / 34.1
Tap cell: 275 / 3.84
Sequential cell: 148 / 33.1
-- logic make-up (layout without fill, tap and decap cells) --
kind of cell,Yosys count,after routing,share of synthesized area (%)
buffers and inverters,167,334,23.0
DFF,148,148,46.4
and+or+nand+nor,151,151,9.46
muxes,135,135,21.2
Power and IR drop assume default switching activity.
