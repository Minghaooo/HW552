## ./design.v

```verilog
module EX_MEM(
	input clk,
	input rst,
	input wr, enable,
	input ALU_Zero, ALU_Ofl,
	input [15:0] ALU_Out, MEM_data_in,
	input [15:0] PC_Out,
	input [3:0] Rs, Rt, Rd,
	input createdump,
	input PC_selSrc,
	input Mux_MtoReg,
	input EXMEM_stall,
	input [2:0] writeRegSel,
	input regWrite_enable,
	input [15:0] imm, arbitrary_num, mask,
	input [1:0] writeSrc,
	input flush_XM,
	input [15:0] instruction,
	input id_ex_err,
	output ex_mem_err,
	output [15:0] instruction_ff,
	output [15:0] imm_ff, arbitrary_num_ff, mask_ff,
	output [1:0] writeSrc_ff,
	output [2:0] writeRegSel_ff,
	output regWrite_enable_ff,
	output [15:0] PC_Out_ff,
	output ALU_Zero_ff,
	output ALU_Ofl_ff,
	output [15:0] ALU_Out_ff,
	output [15:0] MEM_data_in_ff,  
	output wr_ff, 
	output enable_ff,  
	output createdump_ff,
	output [3:0] Rs_ff, Rt_ff, Rd_ff, 
	output Mux_MtoReg_ff,
	output PC_selSrc_ff
	);
	wire [15:0] instruction_stall;
    assign instruction_stall = EXMEM_stall ? instruction_ff :   instruction;
    dff_16bit instruction_ff0(.clk(clk), .rst(rst), .d(instruction_stall), .q(instruction_ff));
	wire rst_def;
	assign rst_def = rst | flush_XM;
	wire PC_selSrc_stall;
	assign PC_selSrc_stall = EXMEM_stall	?	PC_selSrc_ff	:	PC_selSrc;
	dff PC_selSrc_ff0(.clk(clk), .rst(rst_def), .d(PC_selSrc_stall), .q(PC_selSrc_ff));
	wire [15:0] PC_Out_stall,ALU_Out_stall, MEM_data_in_stall;
	wire [3:0] Rd_stall, Rs_stall, Rt_stall;
	assign PC_Out_stall =  EXMEM_stall ? PC_Out_ff : PC_Out;
	assign ALU_Out_stall = EXMEM_stall ? ALU_Out_ff :ALU_Out;
	assign MEM_data_in_stall = EXMEM_stall	?	MEM_data_in_ff	:	MEM_data_in;
	dff_16bit  	PC_Out_EXMEM_ff(.clk(clk), .rst(rst_def), .d(PC_Out_stall ), .q(PC_Out_ff ));
	dff_16bit  	ALU_Out_EXMEM_ff(.clk(clk), .rst(rst_def), .d(ALU_Out_stall), .q(ALU_Out_ff));
	dff_16bit	MEM_data_in_EXMEM_ff(.clk(clk), .rst(rst_def), .d(MEM_data_in_stall), .q(MEM_data_in_ff));
	wire  ALU_Zero_stall, ALU_Ofl_stall;
	assign ALU_Zero_stall =	EXMEM_stall ?ALU_Zero_ff	:	ALU_Zero;
	assign ALU_Ofl_stall  =	EXMEM_stall ? ALU_Ofl_ff	:	ALU_Ofl ;
	dff ALUOFL_EXMEM_ff(.clk(clk), .rst(rst_def),  .d(ALU_Ofl_stall), .q(ALU_Ofl_ff));
	dff ALUZERO_EXMEM_ff(.clk(clk), .rst(rst_def),  .d(ALU_Zero_stall ), .q(ALU_Zero_ff));
	wire Mux_MtoReg_stall;
	assign Mux_MtoReg_stall = EXMEM_stall?	Mux_MtoReg_ff	:	Mux_MtoReg;
	dff Mux_MtoReg_ff0(.clk(clk), .rst(rst_def), .d(Mux_MtoReg_stall), .q(Mux_MtoReg_ff));
	wire wr_stall, enable_stall;
	assign wr_stall = EXMEM_stall? wr_ff	:	wr;
	assign enable_stall = EXMEM_stall? enable_ff	:	enable;
	dff wr_ff0(.clk(clk), .rst(rst_def), .d(wr_stall), .q(wr_ff));
	dff enable_ff0(.clk(clk), .rst(rst_def), .d(enable_stall), .q(enable_ff));
	assign Rd_stall = (EXMEM_stall?	Rd_ff	:	Rd);
	assign Rs_stall = (EXMEM_stall?	Rs_ff	:	Rs);
	assign Rt_stall = (EXMEM_stall?	Rt_ff	:	Rt);
	dff Rd_EXMEM_ff0(.clk(clk), .rst(rst), .d(Rd_stall[0]), .q(Rd_ff[0]));
	dff Rd_EXMEM_ff1(.clk(clk), .rst(rst), .d(Rd_stall[1]), .q(Rd_ff[1]));
	dff Rd_EXMEM_ff2(.clk(clk), .rst(rst), .d(Rd_stall[2]), .q(Rd_ff[2]));
	dff Rd_EXMEM_ff3(.clk(clk), .rst(rst), .d(Rd_stall[3]), .q(Rd_ff[3]));
	dff Rs_EXMEM_ff0(.clk(clk), .rst(rst), .d(Rs_stall[0]), .q(Rs_ff[0]));
	dff Rs_EXMEM_ff1(.clk(clk), .rst(rst), .d(Rs_stall[1]), .q(Rs_ff[1]));
	dff Rs_EXMEM_ff2(.clk(clk), .rst(rst), .d(Rs_stall[2]), .q(Rs_ff[2]));
	dff Rs_EXMEM_ff3(.clk(clk), .rst(rst), .d(Rs_stall[3]), .q(Rs_ff[3]));
	dff Rt_EXMEM_ff0(.clk(clk), .rst(rst), .d(Rt_stall[0]), .q(Rt_ff[0]));
	dff Rt_EXMEM_ff1(.clk(clk), .rst(rst), .d(Rt_stall[1]), .q(Rt_ff[1]));
	dff Rt_EXMEM_ff2(.clk(clk), .rst(rst), .d(Rt_stall[2]), .q(Rt_ff[2]));
	dff Rt_EXMEM_ff3(.clk(clk), .rst(rst), .d(Rt_stall[3]), .q(Rt_ff[3]));
	wire [2:0] writeRegSel_stall;
	wire [15:0] writeData_stall;
	wire regWrite_enable_stall;
	assign regWrite_enable_stall = EXMEM_stall	?	regWrite_enable_ff	:	regWrite_enable;
	assign writeRegSel_stall = EXMEM_stall	?			writeRegSel_ff	:	writeRegSel;
	dff regWrite_enable_ff0(.clk(clk), .rst(rst_def), .d(regWrite_enable_stall), .q(regWrite_enable_ff));
	dff writeRegSel_ff0(.clk(clk), .rst(rst_def), .d(writeRegSel_stall[0]), .q(writeRegSel_ff[0]));
	dff writeRegSel_ff1(.clk(clk), .rst(rst_def), .d(writeRegSel_stall[1]), .q(writeRegSel_ff[1]));
	dff writeRegSel_ff2(.clk(clk), .rst(rst_def), .d(writeRegSel_stall[2]), .q(writeRegSel_ff[2]));
	wire [15:0] imm_stall, mask_stall, arbitrary_num_stall;
	wire [1:0] writeSrc_stall;
	assign imm_stall = EXMEM_stall?	imm_ff	:	imm;
	assign mask_stall = EXMEM_stall? mask_ff	:	mask;
	assign writeSrc_stall = EXMEM_stall?	writeSrc_ff	:	writeSrc;
	dff_16bit imm_ff0(.clk(clk), .rst(rst_def), .d(imm_stall), .q(imm_ff));
	dff_16bit mask_ff0(.clk(clk), .rst(rst_def), .d(mask_stall), .q(mask_ff));
	dff_16bit arbitrary_num_ff0(.clk(clk), .rst(rst_def), .d(arbitrary_num_stall), .q(arbitrary_num_ff));
	assign arbitrary_num_stall = (EXMEM_stall)? arbitrary_num_ff   :   arbitrary_num;
	dff writeSrc_ff0(.clk(clk), .rst(rst_def), .d(writeSrc_stall[0]), .q(writeSrc_ff[0]));
	dff writeSrc_ff1(.clk(clk), .rst(rst_def), .d(writeSrc_stall[1]), .q(writeSrc_ff[1]));
	wire createdump_stall;
    assign createdump_stall = EXMEM_stall?  createdump_ff   :   createdump;
    dff cd_ff0(.clk(clk), .rst(rst), .d(createdump), .q(createdump_ff));
	wire id_ex_err_stall;
	assign id_ex_err_stall = (EXMEM_stall)? ex_mem_err	:	id_ex_err;
	dff ex_mem_err_ff(.d(id_ex_err), .q(ex_mem_err), .clk(clk), .rst(rst));
endmodule 
module dff (q, d, clk, rst);
    output         q;
    input          d;
    input          clk;
    input          rst;
    reg            state;
    assign #(1) q = state;
    always @(posedge clk) begin
      state = rst? 0 : d;
    end
endmodule
module dff_16bit(clk, rst, d, q);
	parameter SIZE = 16;
	input clk, rst;
	input [(SIZE - 1):0] d;
	output [(SIZE - 1):0] q;
	dff flop[(SIZE - 1): 0](.d(d), .q(q), .rst(rst), .clk(clk));
endmodule
```

## ./run.sh

```bash
#!/bin/bash
# OpenROAD 26Q1-2900-gdf79404cd8, Yosys 0.63+post, stock flow scripts
make -C /OpenROAD-flow-scripts/flow DESIGN_CONFIG=/design/flow/config.mk WORK_HOME=/design/flow/orfs finish
```

## ./config.mk

```make
export PLATFORM = sky130hd
export DESIGN_NAME = EX_MEM
export DESIGN_NICKNAME = EX_MEM
export VERILOG_FILES = /design/flow/design.v
export SDC_FILE = /design/flow/constraint.sdc
export NUM_CORES = 4
export LEC_CHECK = 1
export CORE_UTILIZATION = 40
```

## ./constraint.sdc

```tcl
current_design EX_MEM

set clk_period 3.1
set clk_io_pct 0.2

create_clock -name clk0 -period $clk_period [get_ports {clk}]

set non_clock_inputs [all_inputs -no_clocks]
set_input_delay [expr $clk_period * $clk_io_pct] -clock clk0 $non_clock_inputs
set_output_delay [expr $clk_period * $clk_io_pct] -clock clk0 [all_outputs]
```

==> results.sh <==
# flow metrics
export IMPL_period_used_pct=60.7
export IMPL_worstReg2RegStart="imm_ff0.flop[12].state$_SDFFE_PP0N_"
export IMPL_core_region_area_mm2=0.0140
export IMPL_highest_layer="met4"
export IMPL_wl_met1_um=5440
export IMPL_grt_max_degree=55
export IMPL_relSlewSlack_pct=63.4
export IMPL_worst_setup_path_start_kind="flop"
export IMPL_ys_flops=138
export IMPL_cts_setup_buffers=0
export IMPL_yosys_cells=572
export IMPL_routed_wl_met2_um=6300
export IMPL_root_buffer="clkbuf_16"
export IMPL_synth_area_mm2=0.00580
export IMPL_viasPerCell=4.36
export IMPL_antenna_found_initial=0
export IMPL_syn2layout_area_growth_pct=43.2
export IMPL_yosysUniqueCellTypes=9
export IMPL_worst_pin_slew_ns=0.548
export IMPL_clock_latency_late_pin_ns=0.40
export IMPL_gr_usage_all_layers_pct=18.2
export IMPL_arrival_ns=1.26
export IMPL_place_congestion=0.790
export IMPL_synth_area_per_cell_um2=10.1
export IMPL_num_io_pins=280
export IMPL_vdd_drop_max_v=0.000305
export IMPL_crit_path_top_delay_cell="clkdlybuf4s50_1"
export IMPL_cp_num_cells=1
export IMPL_rsz0062_at_grt="no"
export IMPL_ys_seq_share_pct=47.6
export IMPL_vias=3963
export IMPL_ys_warn_count=1
export IMPL_setup_tns_final_ns=0
export IMPL_wl_per_cell_um=14.9
export IMPL_die_size_y_um=122
export IMPL_die_w_um=122
export IMPL_numCtsBuffers=17
export IMPL_finalHoldViolCount=0
export IMPL_clkTransAtPathRegs_ns=0.06
export IMPL_period_minus_slack_ns=1.88
export IMPL_lay_top_cells="clkdlybuf4s50_1 (278), dfxtp_1 (138), mux2i_1 (136), nor2_1 (136), clkbuf_16 (17)"
export IMPL_antenna_cells_inserted=0
export IMPL_cts_hold_buffers=0
export IMPL_dp_cells=877
export IMPL_status="completed"
export IMPL_post_cts_resize_count=0
export IMPL_floorplan_core_util_pct=41.5
export IMPL_path_delay_family="buffers and inverters"
export IMPL_crit_chain="clkdlybuf4s50_1"
export IMPL_remaining_drc_errors=0
export IMPL_clock_sink_count=138
export IMPL_p_leak_nw=3.48
export IMPL_max_stage_delay_ns=0.53
export IMPL_syn_inst=572
export IMPL_crit_fanout=2
export IMPL_cts_tree="built"
export IMPL_min_path_type="reg -> reg"
export IMPL_die_area_mm2=0.0150
export IMPL_rr_endpoint="imm_ff0.flop[12].state$_SDFFE_PP0N_"
export IMPL_finalClockSkew_ns=0
export IMPL_slew_violations=0
export IMPL_clock_path_buffers=2
export IMPL_openroad_warnings=25
export IMPL_port_buffers=279
export IMPL_fillers=1163
export IMPL_antenna_left=0
export IMPL_setup_viol=0
export IMPL_place_area_mm2=0.00775
export IMPL_htree_levels=4
export IMPL_fin_util_pct=59.4
export IMPL_wl_um=13500
export IMPL_final_cells=909
export IMPL_worstSetupPathType="reg -> out"
export IMPL_mostFrequentLayoutCell="clkdlybuf4s50_1"
export IMPL_hpwl_um=9800
export IMPL_path_buffers=1
export IMPL_critPathRequiredTime_ns=2.48
export IMPL_grt_pass1_wl_um=20200
export IMPL_yosys_stat_area_mm2=0.00580
export IMPL_max_freq_mhz=531
export IMPL_r2r_slack_ns=2.44
export IMPL_drive_gt1_share_pct=4.80
export IMPL_grt_remaining_overflow=0
export IMPL_p_total_mw=4.30
export IMPL_fp_row_count=43
export IMPL_critPathCaptureType="output port"
export IMPL_rr_worst_depth=2
export IMPL_crit_end="enable_ff"
export IMPL_drt_iter0_drc=128
export IMPL_drtPass1Iterations=6
export IMPL_grt_pass1_vias=3862
export IMPL_final_area_mm2=0.00830
export IMPL_route_met3_wl_um=1500
export IMPL_p_per_area_mw_per_mm2=518
export IMPL_startpoint="enable_ff0.state$_SDFFE_PP0N_"
export IMPL_maxCapViolations=0
[per-layer routing]
metal	global-route usage (%)	up-vias
met5	0	-
met4	3.73	0
met3	7.35	16
met2	29.1	180
met1	23.5	1760
li1	-	2007
[logic make-up after synthesis]
group | Yosys count | synth area share [%]
and+or+nand+nor | 139 | 9.13
DFF | 138 | 47.6
muxes | 136 | 23.5
buffers and inverters | 159 | 19.8
[flip-flops by register name (all words and copies together), names as in the netlist, 16 cells and up]
register / count
imm_ff0.flop.state: 16
instruction_ff0.flop.state: 16
ALU_Out_EXMEM_ff.flop.state: 16
PC_Out_EXMEM_ff.flop.state: 16
MEM_data_in_EXMEM_ff.flop.state: 16
arbitrary_num_ff0.flop.state: 16
mask_ff0.flop.state: 16
[report_power, final]
group / internal (mW) / leakage, nW / switching, mW
clock network: 1.19 / 0.281 / 0.713
logic: 0.360 / 2.07 / 0.158
registers: 1.84 / 1.13 / 0.0338
total: 3.40 / 3.48 / 0.905
[synthesized netlist by cell type]
master    instances  area share, %
dfxtp_1         138             48
mux2i_1         136             23
nor2_1          136            8.8
buf_4           133             17
buf_2            16            1.4
clkbuf_1          6           0.39
buf_6             4           0.78
nor2b_1           2           0.22
or2_1             1           0.11
[layout make-up]
class	instances	area, um^2	share of cell area [%]
Clock buffer	22	454	5.47
Clock inverter	10	100	1.21
Multi-Input combinational cell	275	1890	22.8
Sequential cell	138	2760	33.3
Tap cell	180	225	2.71
Timing Repair Buffer	284	2870	34.5
[stage by stage]
step                      setup WS (ns)  hold WS [ns]
after floorplan                    1.63         0.440
after global placement             1.00         0.472
after detailed placement          0.967         0.483
after CTS                          1.18         0.497
after global routing               1.16         0.514
final                              1.22         0.489
[how the worst min path moves through the flow]
stage	startpoint	end	slack, ns	cells past startpoint
6_report	PC_Out_EXMEM_ff.flop[1].state$_SDFFE_PP0N_	PC_Out_EXMEM_ff.flop[1].state$_SDFFE_PP0N_	0.49	2
5_1_grt	Rt_EXMEM_ff2.state$_SDFFE_PP0N_	Rt_EXMEM_ff2.state$_SDFFE_PP0N_	0.51	2
4_1_cts	PC_Out_EXMEM_ff.flop[1].state$_SDFFE_PP0N_	PC_Out_EXMEM_ff.flop[1].state$_SDFFE_PP0N_	0.50	2
Power and IR drop assume default switching activity.
